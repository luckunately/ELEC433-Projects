==> /design/flow/config.mk <==
export PLATFORM = sky130hd
export DESIGN_NAME = Hamming64in
export DESIGN_NICKNAME = Hamming64in
export VERILOG_FILES = /design/flow/design.v
export SDC_FILE = /design/flow/constraint.sdc
export NUM_CORES = 4
export LEC_CHECK = 1
export CORE_UTILIZATION = 40
==> /design/flow/constraint.sdc <==
current_design Hamming64in

set clk_period 3.9
set clk_io_pct 0.2

create_clock -name clk0 -period $clk_period

set non_clock_inputs [all_inputs -no_clocks]
set_input_delay [expr $clk_period * $clk_io_pct] -clock clk0 $non_clock_inputs
set_output_delay [expr $clk_period * $clk_io_pct] -clock clk0 [all_outputs]
==> /design/flow/design.v <==
module Hamming64in (
    input logic [63:0] data_in,
    output logic [71:0] data_out,
    input logic sendin, clk,
    output logic ready
);
logic power[6:0];
logic total;
assign power[0] = data_in[0] ^ data_in[1] ^ data_in[3] ^ data_in[4] ^ data_in[6] ^ data_in[8] ^ data_in[10] ^ data_in[11] ^ data_in[13] ^ data_in[15] ^ data_in[17] ^ data_in[19] ^ data_in[21] ^ data_in[23] ^ data_in[25] ^ data_in[26] ^ data_in[28] ^ data_in[30] ^ data_in[32] ^ data_in[34] ^ data_in[36] ^ data_in[38] ^ data_in[40] ^ data_in[42] ^ data_in[44] ^ data_in[46] ^ data_in[48] ^ data_in[50] ^ data_in[52] ^ data_in[54] ^ data_in[56] ^ data_in[57] ^ data_in[59] ^ data_in[61] ^ data_in[63];
assign power[1] = data_in[0] ^ data_in[2] ^ data_in[3] ^ data_in[5] ^ data_in[6] ^ data_in[9] ^ data_in[10] ^ data_in[12] ^ data_in[13] ^ data_in[16] ^ data_in[17] ^ data_in[20] ^ data_in[21] ^ data_in[24] ^ data_in[25] ^ data_in[27] ^ data_in[29] ^ data_in[31] ^ data_in[33] ^ data_in[35] ^ data_in[37] ^ data_in[39] ^ data_in[41] ^ data_in[43] ^ data_in[45] ^ data_in[47] ^ data_in[49] ^ data_in[51] ^ data_in[53] ^ data_in[55] ^ data_in[56] ^ data_in[58] ^ data_in[60] ^ data_in[62] ^ data_in[63];
assign power[2] = data_in[1] ^ data_in[2] ^ data_in[3] ^ data_in[7] ^ data_in[8] ^ data_in[9] ^ data_in[10] ^ data_in[14] ^ data_in[15] ^ data_in[16] ^ data_in[17] ^ data_in[22] ^ data_in[23] ^ data_in[24] ^ data_in[25] ^ data_in[29] ^ data_in[30] ^ data_in[31] ^ data_in[32] ^ data_in[37] ^ data_in[38] ^ data_in[39] ^ data_in[40] ^ data_in[45] ^ data_in[46] ^ data_in[47] ^ data_in[48] ^ data_in[53] ^ data_in[54] ^ data_in[55] ^ data_in[56] ^ data_in[60] ^ data_in[61] ^ data_in[62] ^ data_in[63];
assign power[3] = data_in[4] ^ data_in[5] ^ data_in[6] ^ data_in[7] ^ data_in[8] ^ data_in[9] ^ data_in[10] ^ data_in[18] ^ data_in[19] ^ data_in[20] ^ data_in[21] ^ data_in[22] ^ data_in[23] ^ data_in[24] ^ data_in[25] ^ data_in[33] ^ data_in[34] ^ data_in[35] ^ data_in[36] ^ data_in[37] ^ data_in[38] ^ data_in[39] ^ data_in[40] ^ data_in[49] ^ data_in[50] ^ data_in[51] ^ data_in[52] ^ data_in[53] ^ data_in[54] ^ data_in[55] ^ data_in[56];
assign power[4] = data_in[11] ^ data_in[12] ^ data_in[13] ^ data_in[14] ^ data_in[15] ^ data_in[16] ^ data_in[17] ^ data_in[18] ^ data_in[19] ^ data_in[20] ^ data_in[21] ^ data_in[22] ^ data_in[23] ^ data_in[24] ^ data_in[25] ^ data_in[41] ^ data_in[42] ^ data_in[43] ^ data_in[44] ^ data_in[45] ^ data_in[46] ^ data_in[47] ^ data_in[48] ^ data_in[49] ^ data_in[50] ^ data_in[51] ^ data_in[52] ^ data_in[53] ^ data_in[54] ^ data_in[55] ^ data_in[56];
assign power[5] = data_in[26] ^ data_in[27] ^ data_in[28] ^ data_in[29] ^ data_in[30] ^ data_in[31] ^ data_in[32] ^ data_in[33] ^ data_in[34] ^ data_in[35] ^ data_in[36] ^ data_in[37] ^ data_in[38] ^ data_in[39] ^ data_in[40] ^ data_in[41] ^ data_in[42] ^ data_in[43] ^ data_in[44] ^ data_in[45] ^ data_in[46] ^ data_in[47] ^ data_in[48] ^ data_in[49] ^ data_in[50] ^ data_in[51] ^ data_in[52] ^ data_in[53] ^ data_in[54] ^ data_in[55] ^ data_in[56];
assign power[6] = data_in[57] ^ data_in[58] ^ data_in[59] ^ data_in[60] ^ data_in[61] ^ data_in[62] ^ data_in[63];
assign total = ^data_out[71:1];  
assign data_out[0] = total;
always_comb begin : data_bit_assignment
    data_out[1] = power[0];
    data_out[2] = power[1];
    data_out[4] = power[2];
    data_out[8] = power[3];
    data_out[16] = power[4];
    data_out[32] = power[5];
    data_out[64] = power[6];
    data_out[3] = data_in[0];
    data_out[5] = data_in[1];
    data_out[6] = data_in[2];
    data_out[7] = data_in[3];
    data_out[9] = data_in[4];
    data_out[10] = data_in[5];
    data_out[11] = data_in[6];
    data_out[12] = data_in[7];
    data_out[13] = data_in[8];
    data_out[14] = data_in[9];
    data_out[15] = data_in[10];
    data_out[17] = data_in[11];
    data_out[18] = data_in[12];
    data_out[19] = data_in[13];
    data_out[20] = data_in[14];
    data_out[21] = data_in[15];
    data_out[22] = data_in[16];
    data_out[23] = data_in[17];
    data_out[24] = data_in[18];
    data_out[25] = data_in[19];
    data_out[26] = data_in[20];
    data_out[27] = data_in[21];
    data_out[28] = data_in[22];
    data_out[29] = data_in[23];
    data_out[30] = data_in[24];
    data_out[31] = data_in[25];
    data_out[33] = data_in[26];
    data_out[34] = data_in[27];
    data_out[35] = data_in[28];
    data_out[36] = data_in[29];
    data_out[37] = data_in[30];
    data_out[38] = data_in[31];
    data_out[39] = data_in[32];
    data_out[40] = data_in[33];
    data_out[41] = data_in[34];
    data_out[42] = data_in[35];
    data_out[43] = data_in[36];
    data_out[44] = data_in[37];
    data_out[45] = data_in[38];
    data_out[46] = data_in[39];
    data_out[47] = data_in[40];
    data_out[48] = data_in[41];
    data_out[49] = data_in[42];
    data_out[50] = data_in[43];
    data_out[51] = data_in[44];
    data_out[52] = data_in[45];
    data_out[53] = data_in[46];
    data_out[54] = data_in[47];
    data_out[55] = data_in[48];
    data_out[56] = data_in[49];
    data_out[57] = data_in[50];
    data_out[58] = data_in[51];
    data_out[59] = data_in[52];
    data_out[60] = data_in[53];
    data_out[61] = data_in[54];
    data_out[62] = data_in[55];
    data_out[63] = data_in[56];
    data_out[65] = data_in[57];
    data_out[66] = data_in[58];
    data_out[67] = data_in[59];
    data_out[68] = data_in[60];
    data_out[69] = data_in[61];
    data_out[70] = data_in[62];
    data_out[71] = data_in[63];
end
endmodule
==> /design/flow/run.sh <==
#!/bin/bash
# OpenROAD 26Q1-2900-gdf79404cd8, Yosys 0.63+post, stock flow scripts
make -C /OpenROAD-flow-scripts/flow DESIGN_CONFIG=/design/flow/config.mk WORK_HOME=/design/flow/orfs finish
==> out/results.ini <==
[route]
routed_wl_um=4760
wl_per_cell_um=12.9
dr.pass1.iters=2
vias=1503
routed_via_density=4.07
antenna_cells=0
drc_errors=0
antenna_left=0
drt_iter0_markers=19

[yosys]
postSynthSeqShare_pct=0
syn_area_um2=1750
ys_sh_xor_pct=68.5
synth_chip_area_um2=1750
netlist_instances=191
syn_avg_cell_area_um2=9.16
synthSimpleGateAreaFrac_pct=0
synthAdderAreaFrac_pct=0
ys_cells=191
yosys_warnings=3
synth_cell_type_count=7
ys_sh_aoi_pct=0
yosys-dominant-comb-family=XOR/XNOR gates
synthMuxAreaShare_pct=0

[final_layout]
nClkBuffers=0
flop_area_um2=0
lay_top_cells=clkdlybuf4s50_1, buf_4, xnor2_1, xnor2_2, dlygate4sd2_1
area_growth_pct=93.1
drive_above_1_share_pct=33.9
layout_top_cell=clkdlybuf4s50_1
ff_count=0

[global_route]
busiest_layer=met2
grt_antenna_before_repair=0
met2_usage_pct=32.1
use_met1_pct=26.3
grt_max_degree=4
grt_pass1_wl_um=6370
grt_util_all_layers_pct=18.6
grt_pass1_vias=1445
overflow=0
grtUsageMet3_pct=2.87

[pwr]
leakage_nw=1.60
power_density_nw_per_um2=415
peakVddDrop_mv=0.335

[critical_path]
cp_top_family=XOR/XNOR gates
cp_slowest_stage_delay_ps=550
cp.required_ps=3120
critPathArrivalTime_ps=3030
crit_chain=clkdlybuf4s50_1, xnor2_1, xnor2_1, xnor2_1, xnor3_1, xnor3_1, xnor3_1, dlygate4sd2_1
path_buffers=2
end_kind=primary output
crit_fanout=2
crit_type=input port to primary output
worstSetupStartpointType=input port
slowest_stage=clkdlybuf4s50_1

[place]
portBuffers=136
gp_congestion=0.817
dp_hpwl_um=3740

[floorplan]
die-height_um=68.1
die_x_um=68.1
ios=139
fp-utilization_pct=42.8
rows=23
core_um2=4090
dieArea_um2=4640

[flow_run]
drv_cap=0
tool_warnings=35

[final_timing]
fin_crit_sh_pct=97.7
finalHoldViolations=0
whs_ps=2080
setup_viol=0
max_freq_ghz=0.262
maxSlewViolCount=0
min_period_ps=3810
fin_setup_tns_ps=0

[clocking]
cts_hold_buf=0

[worst_hold_path]
worstHoldPathType=input port to primary output

[outcome]
status=finished clean

==> cells in the mapped netlist (all sizes together) <==
cell | instances | share of area, %
xnor2 | 92 | 49
buf | 73 | 31
xor2 | 16 | 8.0
xnor3 | 9 | 12
conb | 1 | 0.21
==> timing repair <==
item,in CTS,in global routing
pin swaps,37,21
resized,66,31
endpoints found under the setup margin,4,4
buffers inserted,13,3
==> worst paths after layout <==
| kind | from | slack, ps | depth (start not counted) | endpoint |
|---|---|---|---|---|
| worst max-delay path | data_in[63] | 90 | 8 | data_out[0] |
| worst min-delay path | data_in[0] | 2080 | 2 | data_out[3] |
==> metrics by stage <==
stage | instances | power (W) | worst slack, ps | utilization (%) | cell area [µm²]
after CTS | 366 | 0.00137 | 3.01 | 78.4 | 3200
after global placement | 353 | 0.00130 | -367 | 73.2 | 2990
after global routing | 369 | 0.00152 | -31.4 | 82.7 | 3380
final | 369 | 0.00140 | 88.1 | 82.7 | 3380
after detailed placement | 353 | 0.00131 | -383 | 73.2 | 2990
after floorplan | 191 | 0.000880 | 508 | - | 1750
==> layer usage <==
metal  vias to the layer above  part of all wire [%]  wire [µm]
met5                         -                     0          0
met4                         0                     0          0
met3                         0                   8.2        393
met2                        72                    51       2410
met1                       663                    41       1960
li1                        768                     -          -
==> report_power, final <==
group / internal (W) / switching [W] / total [W]
logic: 0.000988 / 0.000414 / 0.00140
registers: 0 / 0 / 0
clock network: 0 / 0 / 0
total: 0.000988 / 0.000414 / 0.00140
==> cells by family (layout without fill, tap and decap cells) <==
family,Yosys count,after routing
buffers and inverters,73,201
xor gates and xnor gates,117,117
other,1,1
==> cell type report <==
| cell class | instances | area, µm² |
|---|---|---|
| fillers | 264 | 708 |
| well taps | 50 | 62.6 |
| repair buffers | 201 | 1840 |
| multi-input cells | 118 | 1470 |
Power and IR drop assume default switching activity.
