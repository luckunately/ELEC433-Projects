[design/flow/config.mk]
export PLATFORM = sky130hd
export DESIGN_NAME = LDPC_Decoding
export DESIGN_NICKNAME = LDPC_Decoding
export VERILOG_FILES = /design/flow/design.v
export SDC_FILE = /design/flow/constraint.sdc
export NUM_CORES = 4
export LEC_CHECK = 1
export CORE_UTILIZATION = 50
[design/flow/constraint.sdc]
current_design LDPC_Decoding

set clk_period 5.9
set clk_io_pct 0.2

create_clock -name clk0 -period $clk_period [get_ports {clk}]

set non_clock_inputs [all_inputs -no_clocks]
set_input_delay [expr $clk_period * $clk_io_pct] -clock clk0 $non_clock_inputs
set_output_delay [expr $clk_period * $clk_io_pct] -clock clk0 [all_outputs]
[design/flow/design.v]
module LDPC_Decoding (
    input logic [71:0] data_in,
    output logic [63:0] data_out,
    input logic sendin, clk,
    output logic resend, ready
);
logic [7:0] tanner;
always_comb begin
    tanner[0] = data_in[0] ^ data_in[1] ^ data_in[2] ^ data_in[3] ^ data_in[4] ^ data_in[5] ^ data_in[6] ^ data_in[7] ^ data_in[8] ^ data_in[9] ^ data_in[10] ^ data_in[11] ^ data_in[29] ^ data_in[47] ^ data_in[65] ^ data_in[66] ^ data_in[67] ^ data_in[68];
    tanner[1] = data_in[12] ^ data_in[13] ^ data_in[14] ^ data_in[15] ^ data_in[16] ^ data_in[17] ^ data_in[18] ^ data_in[19] ^ data_in[20] ^ data_in[21] ^ data_in[22] ^ data_in[23] ^ data_in[24] ^ data_in[25] ^ data_in[26] ^ data_in[27] ^ data_in[28] ^ data_in[69];
    tanner[2] = data_in[30] ^ data_in[31] ^ data_in[32] ^ data_in[33] ^ data_in[34] ^ data_in[35] ^ data_in[36] ^ data_in[37] ^ data_in[38] ^ data_in[39] ^ data_in[40] ^ data_in[41] ^ data_in[42] ^ data_in[43] ^ data_in[44] ^ data_in[45] ^ data_in[46] ^ data_in[70];
    tanner[3] = data_in[48] ^ data_in[49] ^ data_in[50] ^ data_in[51] ^ data_in[52] ^ data_in[53] ^ data_in[54] ^ data_in[55] ^ data_in[56] ^ data_in[57] ^ data_in[58] ^ data_in[59] ^ data_in[60] ^ data_in[61] ^ data_in[62] ^ data_in[63] ^ data_in[64] ^ data_in[71];
    tanner[4] = data_in[1] ^ data_in[5] ^ data_in[7] ^ data_in[14] ^ data_in[18] ^ data_in[28] ^ data_in[29] ^ data_in[30] ^ data_in[31] ^ data_in[33] ^ data_in[35] ^ data_in[40] ^ data_in[47] ^ data_in[48] ^ data_in[56] ^ data_in[59] ^ data_in[63] ^ data_in[65];
    tanner[5] = data_in[0] ^ data_in[4] ^ data_in[8] ^ data_in[11] ^ data_in[15] ^ data_in[21] ^ data_in[24] ^ data_in[26] ^ data_in[41] ^ data_in[43] ^ data_in[45] ^ data_in[49] ^ data_in[53] ^ data_in[58] ^ data_in[60] ^ data_in[61] ^ data_in[67] ^ data_in[69];
    tanner[6] = data_in[3] ^ data_in[6] ^ data_in[10] ^ data_in[12] ^ data_in[16] ^ data_in[20] ^ data_in[22] ^ data_in[27] ^ data_in[32] ^ data_in[36] ^ data_in[68] ^ data_in[42] ^ data_in[44] ^ data_in[52] ^ data_in[54] ^ data_in[57] ^ data_in[64] ^ data_in[68];
    tanner[7] = data_in[2] ^ data_in[9] ^ data_in[13] ^ data_in[17] ^ data_in[19] ^ data_in[23] ^ data_in[25] ^ data_in[34] ^ data_in[37] ^ data_in[39] ^ data_in[46] ^ data_in[50] ^ data_in[51] ^ data_in[55] ^ data_in[62] ^ data_in[66] ^ data_in[70] ^ data_in[71];
end
logic [1:0] count;
logic parity_L;
assign parity_L = |tanner;  
enum logic [3:0] {
    IDEL, 
    Check,
    Happy,
    Correction,
    done,
    notGood
} state, next_state;
logic [71:0] in_process;
always_ff @(posedge clk ) begin
    state <= next_state;
    case (state) 
        IDEL: begin
            count <= 4'b0;
        end
        Check: begin
            in_process <= data_in;
        end
        Happy: begin
        end
        Correction: begin
            count <= count + 1;
            if (tanner[0] & tanner[5]) begin
                in_process[0] <= ~in_process[0];
                in_process[4] <= ~in_process[4];
                in_process[8] <= ~in_process[8];
                in_process[11] <= ~in_process[11];
                in_process[67] <= ~in_process[67];
            end
            if (tanner[0] & tanner[4]) begin
                in_process[1] <= ~in_process[1];
                in_process[5] <= ~in_process[5];
                in_process[7] <= ~in_process[7];
                in_process[29] <= ~in_process[29];
                in_process[47] <= ~in_process[47];
                in_process[65] <= ~in_process[65];
            end
            if (tanner[0] & tanner[6]) begin
                in_process[3] <= ~in_process[3];
                in_process[6] <= ~in_process[6];
                in_process[10] <= ~in_process[10];
                in_process[68] <= ~in_process[68];
            end
            if (tanner[0] & tanner[7]) begin
                in_process[2] <= ~in_process[2];
                in_process[9] <= ~in_process[9];
                in_process[66] <= ~in_process[66];
            end
            if (tanner[1] & tanner[5]) begin
                in_process[15] <= ~in_process[15];
                in_process[21] <= ~in_process[21];
                in_process[24] <= ~in_process[24];
                in_process[26] <= ~in_process[26];
                in_process[69] <= ~in_process[69];
            end
            if (tanner[1] & tanner[6])begin
                in_process[12] <= ~in_process[12];
                in_process[16] <= ~in_process[16];
                in_process[20] <= ~in_process[20];
                in_process[22] <= ~in_process[22];
                in_process[27] <= ~in_process[27];
            end
            if (tanner[1] & tanner[7]) begin
                in_process[13] <= ~in_process[13];
                in_process[17] <= ~in_process[17];
                in_process[19] <= ~in_process[19];
                in_process[23] <= ~in_process[23];
                in_process[25] <= ~in_process[25];
            end
            if (tanner[1] & tanner[4])begin
                in_process[14] <= ~in_process[14];
                in_process[18] <= ~in_process[18];
                in_process[28] <= ~in_process[28];
            end
            if (tanner[2] & tanner[5]) begin
                in_process[41] <= ~in_process[41];
                in_process[43] <= ~in_process[43];
                in_process[45] <= ~in_process[45];
            end
            if (tanner[2] & tanner[6]) begin
                in_process[32] <= ~in_process[32];
                in_process[36] <= ~in_process[36];
                in_process[38] <= ~in_process[38];
                in_process[42] <= ~in_process[42];
                in_process[44] <= ~in_process[44];
            end
            if (tanner[2] & tanner[7]) begin
                in_process[34] <= ~in_process[34];
                in_process[37] <= ~in_process[37];
                in_process[39] <= ~in_process[39];
                in_process[46] <= ~in_process[46];
                in_process[70] <= ~in_process[70];
            end
            if (tanner[2] & tanner[4]) begin
                in_process[30] <= ~in_process[30];
                in_process[31] <= ~in_process[31];
                in_process[33] <= ~in_process[33];
                in_process[35] <= ~in_process[35];
                in_process[40] <= ~in_process[40];
            end
            if (tanner[3] & tanner[5]) begin
                in_process[49] <= ~in_process[49];
                in_process[53] <= ~in_process[53];
                in_process[58] <= ~in_process[58];
                in_process[60] <= ~in_process[60];
                in_process[61] <= ~in_process[61];
            end
            if (tanner[3] & tanner[6]) begin
                in_process[52] <= ~in_process[52];
                in_process[54] <= ~in_process[54];
                in_process[57] <= ~in_process[57];
                in_process[64] <= ~in_process[64];
            end
            if (tanner[3] & tanner[7]) begin
                in_process[50] <= ~in_process[50];
                in_process[51] <= ~in_process[51];
                in_process[55] <= ~in_process[55];
                in_process[62] <= ~in_process[62];
                in_process[71] <= ~in_process[71];
            end
            if (tanner[3] & tanner[4]) begin
                in_process[48] <= ~in_process[48];
                in_process[56] <= ~in_process[56];
                in_process[59] <= ~in_process[59];
                in_process[63] <= ~in_process[63];
            end
        end
        done: begin
        end
        notGood: begin
        end
    endcase
end
always_comb begin
    ready = 0;
    resend = 0;
    data_out = in_process;
    case (state) 
        IDEL: begin
            if (sendin) begin
                next_state = Check;
            end
            else begin
                next_state = IDEL;
            end
        end
        Check: begin
            if (parity_L) begin
                next_state = Correction;
            end
            else if (count == 0) begin
                next_state = notGood;
            end
            else begin
                next_state = Happy;
            end
        end
        Happy: begin
            next_state = done;
        end
        Correction: begin
            next_state = Check;
        end
        done: begin
            ready = 1;
            next_state = IDEL;
        end
        notGood: begin 
            resend = 1;
            if (~sendin)
            next_state = IDEL;
            else 
            next_state = notGood;
        end
        default: begin 
            next_state = IDEL;
        end
    endcase
end
endmodule
[design/flow/run.sh]
#!/bin/bash
# OpenROAD 26Q1-2900-gdf79404cd8, Yosys 0.63+post, stock flow scripts
make -C /OpenROAD-flow-scripts/flow DESIGN_CONFIG=/design/flow/config.mk WORK_HOME=/design/flow/orfs finish
==> flow_summary.toml <==
# yosys + openroad results
[run_status]
run_status = "completed"

[worst_setup_path]
highest_net_fanout_along_the_worst_path = 5
critPathArrivalTime_ns = 3.61
critical_path.cell_chain = "clkdlybuf4s50_1, xor3_1, xnor3_4, xnor3_1, nand2_1, o21ai_0"
critical_path.n_buffers_inverters = 1
timing.critical_path.from_type = "primary input"
worst_ep_required_time_ns = 5.87
critical_path.top_delay_family = "XOR/XNOR gates"
crit_path_top_delay_cell = "o21ai_0"
critical_path.endpoint_type = "flop"
critPathKind = "in -> reg"
slowest_delay_ns = 0.66

[floorplanning]
die_x_microns = 90.14
std_cell_rows = 31
num_io_pins = 140
floorplan.initialDensity_pct = 52.70
chipArea_sq_um = 8124
die_h_microns = 90.14
core-area_sq_um = 7370

[timing]
maxClockFrequency_mhz = 274.4
max_transition_margin_pct = 45.59
setup_tns_ns = 0
setup_viol = 0
fin_skew_ns = 0.005350
timing.final.crit_share_pct = 61.77
final.min_clock_period_ns = 3.645
rsz0062_at_grt = "no"
hold_violations = 0
max_slew_violations = 0
timing_worst_slew_pin_value_ns = 0.8077

[synthesis]
dominant_cells_by_area_after_synthesis = "edfxtp_1 51%, o21ai_0 11%, xnor3_1 9.9%"
ys_area_sq_um = 3884
synthesis.instances = 320
post-synth-top-area-cell = "edfxtp_1"
synth_flop_count = 69
post_synth_instance_area_sq_um = 3884
number_of_warnings_reported_in_the_yosys_synthesis_log = 1
yosys.cell_types.count = 31
syn_avg_cell_area_sq_um = 12.14
yosys_most_used_dff = "edfxtp_1"
register_share_after_synthesis_pct = 52.58
yosys.area.top_type_share_pct = 51.03
synth-async-reset-ratio_pct = 0
ys_cells = 320
edf_count = 66

[global_routing]
grt_pass1_vias = 2830
largest_net_degree_at_the_start_of_global_routing = 71
gr-total-overflow = 0
initial_antenna_violation_count = 0
track_usage_pct = 23.27
grt_pass1_wl_mm = 13.79

[detailed_routing]
detail_route.drc_violations = 0
routed-via-count = 2831
mean_routed_wirelength_per_cell_microns = 14.79
dr.first_iter.drc_count = 127
routed_wl_mm = 8.268
detail_route.antenna_diodes = 0
detail_route.vias_per_cell = 5.064
drt_pass1_iterations = 4
antenna_violating_nets_post_route = 0

[cts]
clockBufferDepth = 2
cts_tree = "yes"
post_cts.resized_instances = 0
cts.clk_slew.worst_paths_ns = 0.07
numClockSinks = 69
postCtsSetupBuffers = 0
clock_tree.htree_level_count = 3
cts_hold_repair.buffers = 0
cts-buffers-inserted = 9
insertion_delay_at_the_late_pin_of_the_worst_skew_pair_ns = 0.33
cts_root_buffer = "clkbuf_8"

[pwr]
power_leakage_uw = 0.002210
max-vdd-ir-drop_mv = 0.2576
power_density_nw_per_um2 = 503.2

[placement]
gpl.final_weighted_congestion = 0.7877
place.port_buffers = 139
hpwl_mm = 6.261

[job]
maxCapViolations = 0
warnings = 26

[finish]
final_core_utilization_pct = 75.20
layout-drive-gt1-share_pct = 6.522
num-fill-cells = 501
syn_to_final_growth_pct = 42.69

[worst_hold_path]
type_of_the_worst_min_delay_path = "reg -> reg"
[placed cells by master (no fill, tap or decap), types with 2 or more instances in the layout]
master	instances
clkinv_2	2
nor2_1	4
xnor2_2	2
buf_4	2
xnor3_1	17
and3b_1	2
edfxtp_1	66
nand2_1	70
clkbuf_8	9
dfxtp_1	3
a21oi_1	2
o21ai_0	82
xnor3_2	3
clkdlybuf4s50_1	139
inv_1	3
xnor2_1	26
xor3_1	4
xor2_1	3
xor3_2	2
clkinvlp_4	2
[per-stage QoR]
stage	cell area, sq um	hold WS [ns]	cells	power, uW	worst slack, ns
floorplan	3884	0.5307	320	1727	2.736
global placement	5350	0.5420	543	2407	1.916
detailed placement	5350	0.5461	543	2426	1.911
CTS	5542	0.5565	559	2818	2.265
global route	5542	0.5950	559	3003	2.111
finish	5542	0.5588	559	2789	2.255
[final timing paths]
kind,end,slack (ns),depth (start not counted),startpoint
worst max-delay path,in_process[53]$_DFFE_PP_,2.26,6,data_in[69]
worst max register to register,in_process[48]$_DFFE_PP_,3.43,4,state[2]$_DFF_P_
worst min register to register,count[0]$_SDFFCE_PN0P_,0.56,1,count[0]$_SDFFCE_PN0P_
worst min-delay path,count[0]$_SDFFCE_PN0P_,0.56,1,count[0]$_SDFFCE_PN0P_
[final cells by class]
type / instances / area (sq um) / share of cell area [%]
Inverter: 3 / 11.26 / 0.2032
Timing Repair Buffer: 141 / 1406 / 25.38
Sequential cell: 69 / 2042 / 36.85
Multi-Input combinational cell: 231 / 1767 / 31.88
Clock inverter: 6 / 63.81 / 1.152
Clock buffer: 10 / 127.6 / 2.303
Tap cell: 99 / 123.9 / 2.235
[registers in the layout (all words and copies together), names as in the netlist]
name and cells:
state 3, count 2, in_process 64
[worst reg2reg max path, stage by stage (launching register included)]
cell and delay (ns):
dfxtp_1 0.45, nand3b_1 0.54, buf_4 0.45, buf_4 0.56, o21ai_0 0.20
[report_power, final]
group	leakage, uW	internal [uW]	switching, uW
logic	0.00145	707	594
clock network	0.0000923	195	180
registers	0.000672	980	133
total	0.00221	1880	907
[logic make-up (layout without fill, tap and decap cells)]
kind of cell | after synthesis | count (layout) | share of synthesized area (%)
compound gates | 85 | 85 | 11.05
xor+xnor | 60 | 60 | 24.61
fa+ha+maj | 1 | 1 | 0.3221
buf+inv | 20 | 160 | 1.933
flops | 69 | 69 | 52.58
simple gates | 85 | 85 | 9.504
[cell usage after synthesis, types with 2 or more instances]
master / number
xnor3_1: 17
xor3_2: 2
inv_1: 3
clkbuf_1: 16
a21oi_1: 2
xnor2_2: 2
xor3_1: 4
dfxtp_1: 3
o21ai_0: 82
nand2_1: 70
and3b_1: 2
xor2_1: 3
xnor3_2: 3
edfxtp_1: 66
xnor2_1: 26
nor2_1: 4
[metal layers]
| layer | wire, microns | track usage (%) | vias up | part of all wire, % |
|---|---|---|---|---|
| met5 | 0 | 0 | - | 0 |
| met4 | 81 | 2.688 | 0 | 0.98 |
| met3 | 558 | 5.155 | 7 | 6.7 |
| met2 | 3688 | 33.59 | 109 | 45 |
| met1 | 3940 | 42.69 | 1301 | 48 |
| li1 | - | - | 1414 | - |
Power and IR drop assume default switching activity.
